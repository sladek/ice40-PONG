**/design/flow/design.v**
```verilog
module  button(
input   clk_100MHz,     
input   button,
output  button_status
);
reg button_s;    
reg button_r;    
reg [14:0]  debounce_cnt=0;     
reg [9:0]  clk_div = 0;         
wire        clk_24kHz = clk_div[9];
assign  button_status = button_s;
always @ (posedge clk_100MHz) begin   
    clk_div <= clk_div + 1'b1;
end
always @ (posedge clk_24kHz) begin           
    debounce_cnt <= debounce_cnt + 15'd1;    
    if(button_r ^ ~button) begin
        debounce_cnt <= 15'b0;               
        button_r <= ~button;
    end
    if(debounce_cnt == 15'd2442) begin       
        button_s <= button_r;                
        debounce_cnt <= 15'b0;               
    end
end
endmodule
```
**/design/flow/run.sh**
```bash
#!/bin/bash
# OpenROAD 26Q1-2900-gdf79404cd8, Yosys 0.63+post, stock flow scripts
make -C /OpenROAD-flow-scripts/flow DESIGN_CONFIG=/design/flow/config.mk WORK_HOME=/design/flow/orfs finish
```
**/design/flow/config.mk**
```make
export PLATFORM = sky130hd
export DESIGN_NAME = button
export DESIGN_NICKNAME = button
export VERILOG_FILES = /design/flow/design.v
export SDC_FILE = /design/flow/constraint.sdc
export NUM_CORES = 4
export LEC_CHECK = 1
export CORE_AREA = 10 10 109 109
export DIE_AREA = 0 0 119 119
```
**/design/flow/constraint.sdc**
```tcl
current_design button

set clk_period 2.6
set clk_io_pct 0.2

create_clock -name clk0 -period $clk_period [get_ports {clk_100MHz}]

set non_clock_inputs [all_inputs -no_clocks]
set_input_delay [expr $clk_period * $clk_io_pct] -clock clk0 $non_clock_inputs
set_output_delay [expr $clk_period * $clk_io_pct] -clock clk0 [all_outputs]
```
==> results_slide.txt <==
Synthesis and Place & Route Summary

Outcome
  • Status: finished, final reports clean

CTS
  • Clock latency (worst-skew pair): 0.23 ns
  • Htree depth: 1
  • Post-CTS Setup Inserts: 0
  • CTS Hold Buffers Added: 0
  • CTS Root Cell: clkbuf_8
  • Clk buf depth: 2
  • CTS resizes: 0
  • Worst-path clk slew: 0.04 ns
  • TritonCTS clock tree: done
  • Inserted Clock Buffers: 3

Power
  • Logic pwr share: 2.5%
  • Leak Pwr: 0.440 nW
  • PwrDens: 228 nW/um2
  • P_sw: 0.0000526 W
  • Int Pwr: 0.000258 W
  • Power, Total: 0.000310 W
  • Sequential fraction of design power: 49.8%
  • VDD IR max: 0.246 mV
  • Clock Power Share: 47.7%
  • Sw Share: 16.9%

Hold path
  • Worst Hold Path EP: clk_div[0]
  • Hold Path Class: register to register
  • Worst hold start: clk_div[0]
  • Hold path depth: 1

Synth
  • Synthesized area per cell: 10.5 um2
  • Synth cell types: 23
  • Gate Count Post-Synth: 109
  • Cell total in the yosys stat output: 109
  • Ys Warns: 1
  • Yosys chip area: 1150 um2
  • Registers, synthesis: 27
  • Sequential fraction of the synthesis area: 48.9%
  • Post-synthesis cell area: 1150 um2

Detailed routing
  • Met3 WL: 47 um
  • Drt via density: 2.85
  • Drt pass-1 iters: 2
  • Met1 Routed Length: 884 um
  • Post-Route WL: 1.57 mm
  • Highest Signal Layer: met3
  • Post-DRT Antenna Nets: 0
  • Ant diodes: 0
  • Vias: 699
  • Met2 Wirelength: 637 um
  • Starting DRT DRC Count: 2
  • Drt drc: 0
  • WL/cell: 6.40 um

Die
  • Die ar.: 14200 um2
  • I/O pin total: 3
  • Std-Cell Core Area: 9640 um2
  • FP Rows: 36
  • Die width: 119 um
  • FP Util: 11.9%
  • Die height: 119 um

Timing
  • Endpoints left unconstrained: 20
  • Top achievable clock speed: 0.814 GHz
  • Fin. Hold Viols: 0
  • Rel. slew slack: 64.2%
  • RSZ-0062 raised after global routing: false
  • Setup TNS: 0 ns
  • Final min period: 1.23 ns
  • Pins Over Slew Limit: 0
  • Setup Skew: 0.00368 ns
  • # setup viols final: 0
  • Slew at the pin closest to its max-slew limit: 0.537 ns
  • Final period util: 47.2%
  • Register pins left without a clock: 17

Critical path
  • CP startpoint kind: register
  • Worst setup EP type: register
  • R2R Setup Slk: 1.37 ns
  • Largest fanout on the critical path: 5
  • RR Endpoint: clk_div[9]
  • Setup Crit Path Kind: register to register
  • CP required: 2.70 ns
  • R2R depth: 4
  • Critical Path Source: clk_div[2]
  • Reg-to-reg startpoint: clk_div[2]
  • CP arrival: 1.32 ns

Run
  • Maxcap violations: 0
  • Tool warning count: 26

Placement
  • Dpl hpwl: 1.18 mm
  • Routability cong.: 0.758
  • PortBufs: 2

GRT
  • Antenna violations before repair: 0
  • Largest net degree at the start of global routing: 19
  • Vias in the first global route: 737
  • GRT Resource Usage Total: 2.49%
  • Gr ovfl total: 0
  • First-pass GRT wire length: 3.15 mm

Finish
  • Top cell excl fill/tap: dfxtp_1
  • # fillers: 1094
  • Top cells excl fill/tap: 25 x dfxtp_1, 18 x nor2_1, 17 x xnor2_1
  • Share of cells above drive strength 1: 10.7%
  • Layout area overhead: 18.6%
-- synthesized netlist by cell type --
cell	count	area, um2
nand2_1	6	22.5
nand4_4	1	21.3
nor2_1	18	67.6
and4_1	2	17.5
inv_1	3	11.3
nand2b_1	1	6.26
nor4b_2	1	15.0
nor4_2	3	37.5
a31o_2	1	8.76
ha_1	3	37.5
and3_1	3	18.8
nand3_1	8	40.0
nand4_2	1	12.5
xnor2_1	17	149
buf_4	2	15.0
nor4_4	1	21.3
xor2_1	5	43.8
nand3_2	1	10.0
nor3_1	3	15.0
nand4_1	1	6.26
nor4b_1	1	8.76
dfxtp_1	25	500
edfxtp_1	2	60.1
-- state kept, by name, summed over array words and instances, names as in the netlist --
register      count
clk_div          10
button_s          1
button_r          1
debounce_cnt     15
-- kinds of logic (layout without fill, tap and decap cells) --
| kind of cell | count (synthesis) | count (layout) | synth area share (%) |
|---|---|---|---|
| AND/OR/NAND/NOR | 51 | 51 | 27.9 |
| flip-flops | 27 | 27 | 48.9 |
| XOR/XNOR | 22 | 22 | 16.8 |
| buffers and inverters | 5 | 8 | 2.29 |
| adder cells (fa/ha/maj) | 3 | 3 | 3.28 |
| AND-OR/OR-AND | 1 | 1 | 0.764 |
-- per-layer routing --
layer	vias to the layer above	track usage [%]
met4	0	0.0763
met1	318	3.59
met5	-	0
met2	5	3.87
met3	0	0.671
li1	376	-
-- layout make-up --
cell class	instances	area (um2)	share of cell area, %
Timing Repair Buffer	2	20.0	1.47
Sequential cell	27	561	41.3
Clock buffer	3	41.3	3.04
Inverter	3	11.3	0.829
Tap cell	133	166	12.2
Multi-Input combinational cell	77	559	41.2
-- through the flow --
stage	setup slack [ns]	cells	hold WS [ns]	util [%]	instance area, um2
after detailed placement	1.37	242	0.421	13.7	1320
after global routing	1.26	245	0.453	14.1	1360
after CTS	1.37	245	0.429	14.1	1360
after global placement	1.40	242	0.421	13.7	1320
final	1.37	245	0.424	14.1	1360
after floorplan	1.45	109	0.391	-	1150
-- worst max path at each step --
| stage | end | slack, ns |
|---|---|---|
| CTS | clk_div[9] | 1.37 |
| global route | clk_div[9] | 1.26 |
| finish | clk_div[9] | 1.37 |
-- power by group through the flow --
stage	Clock [W]	Combinational [W]	Sequential, W
final	0.000148	0.00000769	0.000155
after global routing	0.000163	0.00000904	0.000154
after CTS	0.000155	0.00000806	0.000155
-- worst max-delay path, cell delays in order (launching register included) --
cell and delay (ns):
dfxtp_1 0.38, and4_1 0.25, and4_1 0.24, nand3_1 0.10, xnor2_1 0.13
Power and IR drop assume default switching activity.
