==> run.sh <==
#!/bin/bash
# OpenROAD 26Q1-2900-gdf79404cd8, Yosys 0.63+post, stock flow scripts
make -C /OpenROAD-flow-scripts/flow DESIGN_CONFIG=/design/flow/config.mk WORK_HOME=/design/flow/orfs finish
==> design.v <==
module  bcd_8bit_counter(
    input   clk,
    input   reset,
    output  [3:0] bcd0,
    output  [3:0] bcd1
);
   wire 	  tc;
   wire 	  tc1;
   bcd_counter c0(.clock(clk), .reset(reset),.tc(tc),.q(bcd0));
   bcd_counter c1(.clock(tc), .reset(reset), .tc(tc1),.q(bcd1));
endmodule
module bcd_counter (
		    input clock,reset,
		    output tc,
		    output [3:0] q
		    );
   reg [3:0] q = 0;
   reg 	     tc = 0;
  always @(posedge clock) begin
    if(reset) begin
       q <= 4'd0;
       tc <= 1'b0;
    end
    else begin
      q = q+1;
      if(q == 4'd10) begin
	 q <= 4'd0;
	 tc <= 1'b1;
      end
      else tc <= 1'b0;
    end
  end
endmodule  
module  character_memory(
    input   [7:0]  address,
    output  reg [7:0]   data
);
always @*
  begin
     case(address)
       8'd0 : data =  8'b00011110;
       8'd1 : data =  8'b00100001;
       8'd2 : data =  8'b00100001;
       8'd3 : data =  8'b00100001;
       8'd4 : data =  8'b00100001;
       8'd5 : data =  8'b00100001;
       8'd6 : data =  8'b00100001;
       8'd7 : data =  8'b00011110;
       8'd8 : data =  8'b00000010;
       8'd9 : data =  8'b00000010;
       8'd10 : data = 8'b00001110;
       8'd11 : data = 8'b00000010;
       8'd12 : data = 8'b00000010;
       8'd13 : data = 8'b00000010;
       8'd14 : data = 8'b00000010;
       8'd15 : data = 8'b00000010;
       8'd16 : data = 8'b00011110;
       8'd17 : data = 8'b00000001;
       8'd18 : data = 8'b00000001;
       8'd19 : data = 8'b00011110;
       8'd20 : data = 8'b00100000;
       8'd21 : data = 8'b00100000;
       8'd22 : data = 8'b00100000;
       8'd23 : data = 8'b00011110;
       8'd24 : data = 8'b00011110;
       8'd25 : data = 8'b00000001;
       8'd26 : data = 8'b00000001;
       8'd27 : data = 8'b00000110;
       8'd28 : data = 8'b00000001;
       8'd29 : data = 8'b00000001;
       8'd30 : data = 8'b00000001;
       8'd31 : data = 8'b00011110;
       8'd32 : data = 8'b00100000;
       8'd33 : data = 8'b00100010;
       8'd34 : data = 8'b00100010;
       8'd35 : data = 8'b00011111;
       8'd36 : data = 8'b00000010;
       8'd37 : data = 8'b00000010;
       8'd38 : data = 8'b00000010;
       8'd39 : data = 8'b00000010;
       8'd40 : data = 8'b00011111;
       8'd41 : data = 8'b00100000;
       8'd42 : data = 8'b00100000;
       8'd43 : data = 8'b00011110;
       8'd44 : data = 8'b00000001;
       8'd45 : data = 8'b00000001;
       8'd46 : data = 8'b00000001;
       8'd47 : data = 8'b00111110;
       8'd48 : data = 8'b00011110;
       8'd49 : data = 8'b00100000;
       8'd50 : data = 8'b00100000;
       8'd51 : data = 8'b00111110;
       8'd52 : data = 8'b00100001;
       8'd53 : data = 8'b00100001;
       8'd54 : data = 8'b00100001;
       8'd55 : data = 8'b00011110;
       8'd56 : data = 8'b00111110;
       8'd57 : data = 8'b00000001;
       8'd58 : data = 8'b00000001;
       8'd59 : data = 8'b00000110;
       8'd60 : data = 8'b00001000;
       8'd61 : data = 8'b00001000;
       8'd62 : data = 8'b00001000;
       8'd63 : data = 8'b00001000;
       8'd64 : data = 8'b00011110;
       8'd65 : data = 8'b00100001;
       8'd66 : data = 8'b00100001;
       8'd67 : data = 8'b00011110;
       8'd68 : data = 8'b00100001;
       8'd69 : data = 8'b00100001;
       8'd70 : data = 8'b00100001;
       8'd71 : data = 8'b00011110;
       8'd72 : data = 8'b00011110;
       8'd73 : data = 8'b00100001;
       8'd74 : data = 8'b00100001;
       8'd75 : data = 8'b00011110;
       8'd76 : data = 8'b00000001;
       8'd77 : data = 8'b00000001;
       8'd78 : data = 8'b00000001;
       8'd79 : data = 8'b00011110;
       8'd80 : data = 8'b00000000;
       8'd81 : data = 8'b00000000;
       8'd82 : data = 8'b00000000;
       8'd83 : data = 8'b00000000;
       8'd84 : data = 8'b00000000;
       8'd85 : data = 8'b00000000;
       8'd86 : data = 8'b00000000;
       8'd87 : data = 8'b00000000;
       8'd88 : data = 8'b00000000;
       8'd89 : data = 8'b00000000;
       8'd90 : data = 8'b00000000;
       8'd91 : data = 8'b00111110;
       8'd92 : data = 8'b00000000;
       8'd93 : data = 8'b00000000;
       8'd94 : data = 8'b00000000;
       8'd95 : data = 8'b00000000;
       8'd96 : data =  8'b00000000;
       8'd97 : data =  8'b00000000;
       8'd98 : data =  8'b00000000;
       8'd99 : data =  8'b00000110;
       8'd100 : data = 8'b00001000;
       8'd101 : data = 8'b00000100;
       8'd102 : data = 8'b00000010;
       8'd103 : data = 8'b00001100;
       8'd104 : data = 8'b00000000;
       8'd105 : data = 8'b00000000;
       8'd106 : data = 8'b00000000;
       8'd107 : data = 8'b00001000;
       8'd108 : data = 8'b00001000;
       8'd109 : data = 8'b00001000;
       8'd110 : data = 8'b00001000;
       8'd111 : data = 8'b00001110;
       8'd112 : data = 8'b00000000;
       8'd113 : data = 8'b01101100;
       8'd114 : data = 8'b11111110;
       8'd115 : data = 8'b01111100;
       8'd116 : data = 8'b00111000;
       8'd117 : data = 8'b00010000;
       8'd118 : data = 8'b00000000;
       8'd119 : data = 8'b00000000;
       8'd120 : data = 8'b00111110;
       8'd121 : data = 8'b01000001;
       8'd122 : data = 8'b01000000;
       8'd123 : data = 8'b01000000;
       8'd124 : data = 8'b01001111;
       8'd125 : data = 8'b01000001;
       8'd126 : data = 8'b01000001;
       8'd127 : data = 8'b00111110;
       8'd128 : data = 8'b00001000;
       8'd129 : data = 8'b00010100;
       8'd130 : data = 8'b00100010;
       8'd131 : data = 8'b01000001;
       8'd132 : data = 8'b01111111;
       8'd133 : data = 8'b01000001;
       8'd134 : data = 8'b01000001;
       8'd135 : data = 8'b01000001;
       8'd136 : data = 8'b01000001;
       8'd137 : data = 8'b01100011;
       8'd138 : data = 8'b01010101;
       8'd139 : data = 8'b01001001;
       8'd140 : data = 8'b01000001;
       8'd141 : data = 8'b01000001;
       8'd142 : data = 8'b01000001;
       8'd143 : data = 8'b01000001;
       8'd144 : data = 8'b01111111;
       8'd145 : data = 8'b01000000;
       8'd146 : data = 8'b01000000;
       8'd147 : data = 8'b01111000;
       8'd148 : data = 8'b01000000;
       8'd149 : data = 8'b01000000;
       8'd150 : data = 8'b01000000;
       8'd151 : data = 8'b01111111;
       8'd152 : data = 8'b00111110;
       8'd153 : data = 8'b01000001;
       8'd154 : data = 8'b01000001;
       8'd155 : data = 8'b01000001;
       8'd156 : data = 8'b01000001;
       8'd157 : data = 8'b01000001;
       8'd158 : data = 8'b01000001;
       8'd159 : data = 8'b00111110;
       8'd160 : data = 8'b01000001;
       8'd161 : data = 8'b01000001;
       8'd162 : data = 8'b01000001;
       8'd163 : data = 8'b01000001;
       8'd164 : data = 8'b01000001;
       8'd165 : data = 8'b00100001;
       8'd166 : data = 8'b00010010;
       8'd167 : data = 8'b00001100;
       8'd168 : data = 8'b01111110;
       8'd169 : data = 8'b01000001;
       8'd170 : data = 8'b01000001;
       8'd171 : data = 8'b01111110;
       8'd172 : data = 8'b01001000;
       8'd173 : data = 8'b01000100;
       8'd174 : data = 8'b01000010;
       8'd175 : data = 8'b01000001;
       default : data = 8'b00000000;
    endcase
end 
endmodule
`default_nettype none
module  osd(
 input 	       clk,
 input         reset_n, 	      
 input  [9:0]  vga_x,
 input  [9:0]  vga_y,
 input 	       dsp_en,
 input  [7:0]  events,
 output [3:0]  level_out,
 output        osd
);
wire   increment_score, decrement_lives;
wire   increment_score = events[0];
wire   decrement_lives = events[1];
wire   shift_clock = clock_divider;
wire   show_line_start_score = (vga_y == 10'd24) & (vga_x == 10'd233);
wire   show_line_start_game_over = (vga_y == 10'd128) & (vga_x == 10'd233);
wire   show_line_start = show_line_start_score | show_line_start_game_over;
wire   show_line_score = (vga_y >= 10'd24) & (vga_y < 10'd24 + 24);
wire   show_line_game_over = (vga_y >= 10'd128) & (vga_y < 10'd128 + 24);
wire        show_line = show_line_score | show_line_game_over;
wire   [3:0]   score_reg_data;      
wire   [7:0]   char_mem_address = {score_reg_data,3'd0};
wire   [7:0]   char_mem_data;
wire   osd_start_score = ((show_line) & (vga_x >= 10'd233 && vga_x <= 10'd233 + 1));
wire   osd_start_game_over = ((show_line) & (vga_x >= 10'd233 && vga_x <= 10'd233 + 1));
wire   osd_start = osd_start_score | osd_start_game_over;
wire   buffer_enabled_score = (vga_x >= 10'd233) & (vga_x < 10'd233 + 10 * 16);
wire   buffer_enabled_game_over = (vga_x >= 10'd233) & (vga_x < 10'd233 + 10 * 16);
wire   buffer_enabled = buffer_enabled_score | buffer_enabled_game_over;
wire   load_seg;
wire   increment_addr;
wire   char_line_counter_clk = char_line_counter_r[1];
reg    [1:0]   char_line_counter_r = 0;
reg    [3:0]   next_char_addr;
reg    [9:0]   character_offset;
reg    [2:0]   char_line_address = 0;       
reg    clock_divider = 0;
always @(posedge (increment_addr),posedge osd_start)begin
    if(osd_start) next_char_addr <= 0;
    else next_char_addr <= next_char_addr+1;
end
always @(posedge load_seg) begin
    if(character_offset == 10-1) character_offset <= 0;
    else character_offset <= character_offset + 1;
end
always @(posedge dsp_en, posedge show_line_start) begin
    if(show_line_start) char_line_counter_r <= 3-1;
    else if(char_line_counter_r == 3-1) char_line_counter_r <= 0;
    else char_line_counter_r <= char_line_counter_r + 2'b01;
end
always  @(posedge char_line_counter_clk, posedge show_line_start) begin
    if(show_line_start == 1) char_line_address <= 0;
    else char_line_address <= char_line_address + 1;
end
always @(posedge clk) begin
    clock_divider <= ~clock_divider;
end
character_memory character_memory(
    .address(char_mem_address + char_line_address),
    .data(char_mem_data)
);
shift_register shift_register(
    .clk(shift_clock),
    .load(load_seg),
    .data_in(char_mem_data),
    .data_out(osd)
);
osd_time_base osd_time_base(
    .clk(shift_clock),
    .start(osd_start),
    .enable(buffer_enabled & show_line),
    .clk_out1(load_seg),
    .clk_out2(increment_addr)
);
score_register score_register(
    .address(next_char_addr),
    .data_out(score_reg_data),
    .level_out(level_out),
    .reset(reset_n),
    .clk_score(increment_score),
    .clk_lives(decrement_lives)
);
endmodule
module  osd_time_base(
    input   clk,
    input   start,
    input   enable,
    output  clk_out1,
    output  clk_out2
);
reg     [3:0]   pos_count = 4'b0;
always @(posedge clk) begin
    if (start) pos_count <= 0;
    else if(pos_count == 8-1) pos_count <= 0;
    else pos_count <= pos_count +1;
end
assign clk_out1 = (pos_count == 1) & enable;
assign clk_out2 = (pos_count == 5) & enable;
endmodule
module  score_register(
    input   [3:0]   address,
    output  [3:0]   data_out,
    output  [3:0]   level_out,    
    input   reset,
    input   clk_score,
    input   clk_lives    
);
reg [3:0] data_o;
reg [3:0] level;
reg [4:0]   lives = 5'b11111;
assign data_out = data_o;
assign level_out = level;
wire[3:0] score0, score1;
wire [7:0] score;
assign score = {score1,score0};
always @(*)
begin
   case(address)
       0 : data_o = lives[4]?4'd14:4'd10;
       1 : data_o = lives[3]?4'd14:4'd10;
       2 : data_o = lives[2]?4'd14:4'd10;
       3 : data_o = lives[1]?4'd14:4'd10;
       4 : data_o = lives[0]?4'd14:4'd10;
       5 : data_o = 13;
       6 : data_o = level;
       7 : data_o = 12;
       8 : data_o = score1;
       9 : data_o = score0;
       default: data_o = 4'd10;
   endcase
end
always @(*) begin
    if (score <= 2)  level = 1;
    else if (score <= 4)  level = 2;
    else if (score <= 6)  level = 3;
    else if (score <= 8)  level = 4;
    else if (score <= 10) level = 5;
    else if (score <= 12) level = 6;
    else if (score <= 14) level = 7;
    else if (score <= 16) level = 8;
    else                  level = 9;
end
bcd_8bit_counter bcd_8bit_counter(
	.clk(clk_score),
	.reset(reset),
	.bcd1(score1),
	.bcd0(score0)
);
endmodule
module  shift_register #(parameter DATA_WIDTH = 8) (
input   clk,
input   load,
input   [DATA_WIDTH-1:0]  data_in,
output  data_out
);
reg [DATA_WIDTH-1:0]    tmp = 0;  
always @(posedge clk) begin 
    if (load) tmp <= data_in; 
    else begin
        tmp <= {tmp[DATA_WIDTH-2:0], 1'b0};
    end 
end 
assign data_out = tmp[DATA_WIDTH-1]; 
endmodule
==> constraint.sdc <==
current_design osd

set clk_period 2.0
set clk_io_pct 0.2

create_clock -name clk0 -period $clk_period [get_ports {clk}]
create_clock -name clk1 -period $clk_period [get_ports {dsp_en}]
create_clock -name clk2 -period $clk_period [get_ports {events}]

set non_clock_inputs [all_inputs -no_clocks]
set_input_delay [expr $clk_period * $clk_io_pct] -clock clk0 $non_clock_inputs
set_output_delay [expr $clk_period * $clk_io_pct] -clock clk0 [all_outputs]
==> config.mk <==
export PLATFORM = sky130hd
export DESIGN_NAME = osd
export DESIGN_NICKNAME = osd
export VERILOG_FILES = /design/flow/design.v
export SDC_FILE = /design/flow/constraint.sdc
export NUM_CORES = 4
export LEC_CHECK = 1
export CORE_UTILIZATION = 40
==> flow_metrics.tcl <==
# yosys + openroad results
set metrics [dict create \
    r2r_cells 6 \
    ff_type "dfxtp_1" \
    warnings 72 \
    crit_family "simple AND/OR/NAND/NOR gates" \
    swShare_pct 21.75 \
    diodes 0 \
    io_buffers 26 \
    maxCapViolCount 0 \
    power_uw 705.7 \
    fp-utilization_pct 41.45 \
    fin_cells 513 \
    stdcell_area_mm2 0.003566 \
    cts_tree "built" \
    critPathSlowestCell "dfxtp_2" \
    wl_per_cell_um 13.92 \
    max_stage_delay_ns 0.32 \
    gp_congestion 0.9444 \
    num_vias 2770 \
    cp-end-kind "output port" \
    avgViaCountPerCell 5.400 \
    violations "setup timing" \
    synth-edff-count 0 \
    syn-cell-area_mm2 0.002816 \
    top_area_cell "dfxtp_1" \
    track_usage_pct 20.43 \
    hold_path_class "register to register" \
    fin_skew_ns 0.009753 \
    switchingPower_uw 153.5 \
    final_cell_mix "37 x buf_4, 36 x nor2_1, 32 x nand2_1" \
    drive_gt1_share_pct 20.86 \
    unclocked_regs 23 \
    dieArea_mm2 0.007381 \
    relSlewSlack_pct 55.36 \
    status "finished with violations" \
    crit_arrival_ns 1.80 \
    placed_cells 496 \
    path_buffers 5 \
    fin_tns_setup_ns -0.5725 \
    worstSetupPathDepth 10 \
    hold_viol 0 \
    ant_nets 0 \
    grt_pass1_wl_um 11960 \
    antenna_found_initial 0 \
    die_width_um 85.91 \
    dpl.hpwl_um 5640 \
    synth-seq-cells 31 \
    areaGrowthSynthToFinish_pct 26.61 \
    p_seq_share_pct 24.8 \
    netlist.area_leader.share_pct 15.64 \
    drc 0 \
    cp_common_cell "nand3_2" \
    ir_drop_mv 0.5944 \
    ys_cells 358 \
    wl_um 7141 \
    holdPathStages 1 \
    synth.avg_cell_area_um2 7.867 \
    dr.pass1.iters 4 \
    worstPathMaxFanout 4 \
    setup_viol 4 \
    combinationalPowerShare_pct 27.3 \
    grt_overflow_total 0 \
    ios 36 \
    p_int_uw 552.2 \
    path_cells "buf_6 > nor4_4 > nand3_2 > buf_4 > buf_6 > nand3_2 > nand3_2 > buf_4 > nor2b_1 > buf_2" \
    core_mm2 0.006794 \
    powerDensity_mw_per_mm2 197.9 \
    ys_warn_count 6 \
    utilization_pct 52.49 \
    unconstrained_endpoints 24 \
    async_flop_share_pct 29.03 \
    power_frac_clock_pct 47.9 \
    ys_types 75 \
    ys_area_mm2 0.002816 \
    worst_slack_ns -0.1999 \
    drt_iter0_drc 251 \
    worstSetupPathType "register to output port" \
    rows 30 \
    placed_area_mm2 0.003361 \
    worst_setup_path_start_kind "register" \
    cts.clk_slew.worst_paths_ns 0.03 \
    rsz0062_at_grt "yes" \
    postCtsHoldBufs 0 \
    top_cells_by_area "dfxtp_1 16%, ha_1 9.8%, dfrtp_1 7.1%" \
    grt_pass1_vias 2466 \
    syn_inst 358 \
    lay_top_count "buf_4" \
    grt_max_degree 23 \
    leakage_uw 0.001428 \
    tightestPinTransition_ns 0.6609 \
    die_h_um 85.91 \
    critPathRequiredTime_ns 1.60 \
    drv_slew 0 \
    ys_seq_share_pct 23.68 \
]
[cell families (layout without fill, tap and decap cells)]
| kind of cell | after synthesis | in the layout | synth area share, % |
|---|---|---|---|
| adder cells (fa/ha/maj) | 22 | 22 | 9.773 |
| XOR/XNOR | 14 | 14 | 4.620 |
| multiplexers | 4 | 4 | 1.821 |
| flip-flops | 31 | 31 | 23.68 |
| buffers and inverters | 35 | 94 | 6.041 |
| AND/OR/NAND/NOR | 152 | 152 | 27.99 |
| AND-OR/OR-AND | 100 | 100 | 26.08 |
[area by class of cell]
| class | instances | area, um^2 |
|---|---|---|
| clock buffer | 8 | 90.09 |
| fill | 662 | 3228 |
| inverter | 19 | 71.32 |
| multi-input combinational | 292 | 2049 |
| sequential | 31 | 671.9 |
| tap | 96 | 120.1 |
| timing repair buffer | 67 | 563.0 |
[power by group through the flow]
stage | combinational (uW) | clock [uW] | sequential [uW]
6_report | 193 | 338 | 175
5_1_grt | 210 | 384 | 175
4_1_cts | 192 | 364 | 174
[sequential cells by signal, summed over array words and instances, names as in the netlist, 2 cells and up]
| name | flops |
|---|---|
| osd_time_base.pos_count | 4 |
| char_line_counter_r | 2 |
| score_register.bcd_8bit_counter.c1.q | 4 |
| char_line_address | 3 |
| score_register.bcd_8bit_counter.c0.q | 4 |
| shift_register.tmp | 8 |
| next_char_addr | 4 |
[repair_timing]
item,in CTS,in global routing
gates cloned,0,0
hold endpoints to repair,0,0
gates resized,27,2
setup buffers,8,1
setup endpoints to repair,4,4
pin swaps,14,4
[layer usage]
metal  global-route usage, %  routed length (um)  part of all wire (%)
met2                   28.50                2985                    42
met5                       0                   0                     0
met4                   1.667                  21                  0.29
met3                   2.246                 339                   4.7
met1                   35.34                3795                    53
[cells in the mapped netlist, types with 3 or more instances]
master	instances
nor2_1	36
nand2_1	33
dfxtp_1	22
ha_1	22
o21ai_0	22
inv_1	19
nand3_1	18
a21oi_1	17
nor3_1	15
dfrtp_1	8
xnor2_1	8
nor3b_1	7
and2_1	6
nand4_1	6
a211oi_1	5
buf_2	5
clkbuf_1	5
nor2b_1	5
o22ai_1	5
xor2_1	5
a22o_1	4
a31oi_1	4
or3_1	4
a21o_1	3
nand2b_1	3
nor4_1	3
o221ai_1	3
o31a_1	3
or2_2	3
[worst paths after layout]
| path | startpoint | to | slack (ns) |
|---|---|---|---|
| max | score_register.bcd_8bit_counter.c0.q[0]$_SDFF_PP0_ | level_out[3] | -0.20 |
| min | char_line_counter_r[0]$_DFF_PP0_ | char_line_counter_r[0]$_DFF_PP0_ | 0.42 |
| max reg2reg | score_register.bcd_8bit_counter.c0.q[1]$_SDFF_PP0_ | score_register.bcd_8bit_counter.c0.q[3]$_SDFF_PP0_ | 0.61 |
| min reg2reg | char_line_counter_r[0]$_DFF_PP0_ | char_line_counter_r[0]$_DFF_PP0_ | 0.42 |
| max in group clk2 | score_register.bcd_8bit_counter.c0.q[1]$_SDFF_PP0_ | score_register.bcd_8bit_counter.c0.q[3]$_SDFF_PP0_ | 0.61 |
| max in group asynchronous | vga_x[8] | char_line_counter_r[1]$_DFF_PP1_ | 0.92 |
| max in group clk1 | char_line_counter_r[1]$_DFF_PP1_ | char_line_counter_r[0]$_DFF_PP0_ | 1.31 |
| min in group asynchronous | vga_y[1] | char_line_counter_r[0]$_DFF_PP0_ | 0.52 |
| min in group clk0 | clock_divider$_DFF_P_ | clock_divider$_DFF_P_ | 0.57 |
| min in group clk2 | score_register.bcd_8bit_counter.c0.q[0]$_SDFF_PP0_ | score_register.bcd_8bit_counter.c0.q[0]$_SDFF_PP0_ | 0.57 |
[metrics by stage]
| step | worst slack, ns | hold WS, ns |
|---|---|---|
| 4_1_cts | -0.2786 | 0.4140 |
| 3_3_place_gp | -0.2471 | 0.4005 |
| 6_report | -0.1999 | 0.4172 |
| 3_5_place_dp | -0.2730 | 0.4040 |
| 5_1_grt | -0.2867 | 0.4326 |
| 2_1_floorplan | 0.004215 | 0.2463 |
