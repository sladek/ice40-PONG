`run.sh`:
```
#!/bin/bash
# OpenROAD 26Q1-2900-gdf79404cd8, Yosys 0.63+post, stock flow scripts
make -C /OpenROAD-flow-scripts/flow DESIGN_CONFIG=/design/flow/config.mk WORK_HOME=/design/flow/orfs finish
```
`config.mk`:
```
export PLATFORM = sky130hd
export DESIGN_NAME = VGA_gen
export DESIGN_NICKNAME = VGA_gen
export VERILOG_FILES = /design/flow/design.v
export SDC_FILE = /design/flow/constraint.sdc
export NUM_CORES = 4
export LEC_CHECK = 1
export CORE_UTILIZATION = 30
```
`constraint.sdc`:
```
current_design VGA_gen

set clk_period 3.5
set clk_io_pct 0.2

create_clock -name clk0 -period $clk_period [get_ports {vga_clock}]

set non_clock_inputs [all_inputs -no_clocks]
set_input_delay [expr $clk_period * $clk_io_pct] -clock clk0 $non_clock_inputs
set_output_delay [expr $clk_period * $clk_io_pct] -clock clk0 [all_outputs]
```
`design.v`:
```
`default_nettype none
module  VGA_gen(
		vga_clock,
		vga_hs,
		vga_vs,
		vga_x,
		vga_y,
		dsp_en,
		end_of_frame
		);
   input               vga_clock;           
   output              vga_hs;              
   output              vga_vs;              
   output [9:0]        vga_x;               
   output [9:0]        vga_y;               
   output              dsp_en;              
   output              end_of_frame;        
   parameter           h_pulse  = 96;   
   parameter   [9:0]   h_pixels = 640;  
   parameter           h_pol    = 1'b0;     
   parameter   [9:0]   h_frame  = 800;   
   parameter           v_pulse  = 2;   
   parameter   [9:0]   v_pixels = 480;  
   parameter           v_fp     = 10;      
   parameter           v_pol    = 1'b1;     
   parameter   [9:0]   v_frame  = 525;   
   assign  vga_hs       = vga_hs_r;
   assign  vga_vs       = vga_vs_r;
   assign  vga_x        = c_col;             
   assign  vga_y        = c_row;             
   assign  dsp_en       = disp_en & ~rst;    
   assign  end_of_frame = eof_r;
   reg                 vga_hs_r;         
   reg                 vga_vs_r;         
   reg [7:0] 	       timer_t = 8'b0;   
   reg                 rst = 0;  
   reg [9:0] 	       c_col = 10'b0;    
   reg [9:0] 	       c_row = 10'b0;    
   reg [9:0] 	       c_hor;            
   reg [9:0] 	       c_ver;            
   reg 		       disp_en = 0;                  
   reg 		       eof_r = 0;
   always @ (posedge vga_clock) begin         
      if(timer_t > 250) begin              
         rst <= 0;
      end
      else begin
         rst <= 1;                        
         timer_t <= timer_t + 1;
         disp_en <= 0;           
      end
      if(rst == 1) begin                   
         c_hor <= 0;
         c_ver <= 0;
         vga_hs_r <= 1;
         vga_vs_r <= 0;
         c_row <= 0;
         c_col <= 0;
      end
      else begin                           
         if(c_hor < h_frame - 1) begin
            c_hor <= c_hor + 1;
         end
         else begin
            c_hor <= 0;
            if(c_ver < v_frame - 1) begin
               c_ver <= c_ver + 1;
            end
            else begin
               c_ver <= 0;
            end
         end
      end
      if(c_hor < h_pixels + 16 + 1 || c_hor > h_pixels + 16 + h_pulse) begin   
         vga_hs_r <= ~h_pol;
      end
      else begin
         vga_hs_r <= h_pol;
      end
      if(c_ver < v_pixels + v_fp || c_ver > v_pixels + v_fp + v_pulse) begin       
         vga_vs_r <= ~v_pol;
      end
      else begin
         vga_vs_r <= v_pol;
      end
      if(c_hor < h_pixels) begin       
         c_col <= c_hor;
      end
      if(c_ver < v_pixels) begin
         c_row <= c_ver;
      end
      if(c_hor < h_pixels && c_ver < v_pixels) begin       
         disp_en <= 1;
      end
      else begin
         disp_en <= 0;
         c_col <= 0;  
         c_row <= 0; 
      end
      eof_r <= (vga_y == 480-1) & (vga_x == 640 - 1);
   end
endmodule
```
==> results_dict.tcl <==
# implementation run metrics
set metrics [dict create \
    die_h_um 87.2 \
    warnings 29 \
    rsz0062_at_grt "false" \
    ff_type "dfxtp_1" \
    clockBufferDepth 2 \
    synth_area_um2 2180 \
    cp.arrival_ns 2.41 \
    layout-drive-gt1-share_pct 5.26 \
    antenna_found_initial 0 \
    place_area_um2 2530 \
    final.setup.tns_ns 0 \
    final.setup_skew_ns 0.00321 \
    hold_depth 2 \
    drv_cap 0 \
    syn_inst 218 \
    slowest_stage "or4_4" \
    dr_wl_met3_um 156 \
    synth-edff-count 8 \
    yosys_area_um2 2180 \
    critical_path_class "reg2reg" \
    wl_met1_um 1950 \
    chip_area_um2 7600 \
    worst-path-buf-inv 0 \
    ys_seq_elements 53 \
    final_util_pct 38.3 \
    dr_wl_met2_um 1850 \
    routedWlPerCell_um 11.7 \
    crit_path_start_kind "flip-flop" \
    ys_seq_share_pct 52.4 \
    cts-htree-levels 2 \
    max_freq_ghz 0.458 \
    top_cell_area_share_pct 41.4 \
    first_pass_iters 4 \
    crit_path_cell_trace "or4_4 > o31ai_4 > or4b_1 > a31oi_1" \
    root_buffer "clkbuf_8" \
    grt_pass1_vias 1619 \
    p_leak_nw 1.01 \
    yosysTopAreaCell "dfxtp_1" \
    cts_tree "yes" \
    timing.hold.ws_ns 0.482 \
    crit_fanout 15 \
    critical-path-top-delay-family "simple AND/OR/NAND/NOR gates" \
    grtUsageTotal_pct 12.0 \
    rows 30 \
    grt_max_degree 16 \
    avgSynthCellArea_um2 9.98 \
    critPathMaxStageDelay_ns 0.57 \
    cts_setup_buffers 0 \
    cts.sinks 53 \
    synth.area.top_cells "dfxtp_1 41%, edfxtp_1 11%, and3_1 5.8%, ha_1 4.0%, nand3_1 3.9%" \
    outcome "finished, final reports clean" \
    path_depth 4 \
    critPathCaptureType "flip-flop" \
    grt_pass1_wl_um 7140 \
    top_cell "dfxtp_1" \
    gp_congestion 0.801 \
    top_level_ports 25 \
    drtAntennaViolNets 0 \
    clkSlewWorstSetupHoldPaths_ns 0.09 \
    dr.max_layer_used "met4" \
    drc 0 \
    cts_buffers 5 \
    fp-utilization_pct 31.5 \
    post_cts_resized 0 \
    diodes 0 \
    core_um2 6910 \
    num_vias 1652 \
    worst_pin_slew_ns 0.782 \
    via_per_inst 4.82 \
    die_w_um 87.2 \
    drt_iter0_markers 110 \
    final_area_um2 2650 \
    area_growth_pct 21.6 \
    reg2regPathDepth 4 \
    fin_total_pwr_mw 1.01 \
    portBuffers 24 \
    common_cells "45 x dfxtp_1, 20 x and3_1, 18 x nand2_1" \
    finalHoldViolCount 0 \
    synthArstFlopShare_pct 0 \
    slew_headroom_pct 47.3 \
    clk_latency_ns 0.30 \
    critPathRequiredTime_ns 3.73 \
    final-setup-viol-count 0 \
    hold_class "reg2reg" \
    dpl.hpwl_um 2800 \
    ys_cells 218 \
    routed_wl_um 4020 \
    yosys_warnings 1 \
    postCtsHoldBufs 0 \
    finalClockPeriodUsage_pct 62.3 \
    min_period_ns 2.18 \
    gr-total-overflow 0 \
    ys_types 39 \
    p_per_area_nw_per_um2 381 \
    finalMaxSlewViolations 0 \
    ir_drop_mv 0.150 \
]
[stage by stage]
| stage | setup WS [ns] | std cells |
|---|---|---|
| 2_1_floorplan | 1.70 | 218 |
| 3_3_place_gp | 1.38 | 335 |
| 3_5_place_dp | 1.36 | 335 |
| 4_1_cts | 1.33 | 343 |
| 5_1_grt | 1.18 | 343 |
| 6_report | 1.32 | 343 |
[report_power, final]
group	switching (mW)	internal [mW]
combinational	0.000156	0.00110
sequential	0.000246	0.616
clock	0.187	0.205
total	0.188	0.821
[path summary, 6_finish.rpt]
| check | slack [ns] | startpoint | end |
|---|---|---|---|
| setup reg to reg | 1.32 | c_ver[4] | c_ver[6] |
| hold / removal | 0.48 | c_row[0] | eof_r |
| setup / recovery | 1.32 | c_ver[4] | c_ver[6] |
| hold reg to reg | 0.48 | c_row[0] | eof_r |
[worst min-delay path, stage by stage (launching register included)]
cell	delay (ns)
dfxtp_1	0.32
nand4b_1	0.09
nor3_1	0.04
[cells by family after synthesis]
| kind of cell | after synthesis | synth area share, % |
|---|---|---|
| buffers and inverters | 14 | 2.53 |
| AND-OR/OR-AND | 21 | 6.84 |
| XOR/XNOR | 13 | 5.23 |
| flip-flops | 53 | 52.4 |
| adder cells (fa/ha/maj) | 7 | 4.03 |
| other | 1 | 0.172 |
| AND/OR/NAND/NOR | 109 | 28.8 |
[sequential cells by signal, indices dropped and copies added, names as in the netlist, 8 cells and up]
register	flops
c_col	10
c_hor	10
c_row	10
c_ver	10
timer_t	8
[layer usage]
| metal | track usage, % | up-vias |
|---|---|---|
| li1 | - | 836 |
| met5 | 0 | - |
| met4 | 1.79 | 0 |
| met3 | 2.21 | 5 |
| met2 | 19.6 | 33 |
| met1 | 17.4 | 778 |
[cell type report]
cell class	count	area [µm²]
clock buffers	8	111
fillers	699	4260
inverters	8	30.0
multi-input cells	151	980
flip-flops and latches	53	1140
well taps	96	120
repair buffers	27	263
[cell usage in the layout (no fill, tap or decap), drive strengths merged]
master          n
or4b            3
nand4           7
ha              7
nor4            1
inv             8
o211a           1
a21oi           8
nand3b          1
nor2           16
o211ai          2
and3           20
nand4bb         1
nand3          17
and2            4
o21ai           1
nor3            2
a31oi           5
nand4b          4
nor3b           1
nor4bb          2
xnor2           7
a2111oi         1
or3             3
a211o           1
clkbuf          8
nand2          18
conb            1
clkdlybuf4s50  24
buf             3
o2111ai         1
and4            3
and3b           1
nor2b           3
or4             2
edfxtp          8
o31ai           1
xor2            6
dfxtp          45
